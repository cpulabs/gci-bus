## ./run.sh

```bash
#!/bin/bash
# OpenROAD 26Q1-2900-gdf79404cd8, Yosys 0.63+post, stock flow scripts
make -C /OpenROAD-flow-scripts/flow DESIGN_CONFIG=/design/flow/config.mk WORK_HOME=/design/flow/orfs finish
```

## ./config.mk

```make
export PLATFORM = sky130hd
export DESIGN_NAME = gci_node
export DESIGN_NICKNAME = gci_node
export VERILOG_FILES = /design/flow/design.v
export SDC_FILE = /design/flow/constraint.sdc
export NUM_CORES = 4
export LEC_CHECK = 1
export CORE_UTILIZATION = 50
```

## ./constraint.sdc

```tcl
current_design gci_node

set clk_period 4.8
set clk_io_pct 0.2

create_clock -name clk0 -period $clk_period [get_ports {iCLOCK}]

set non_clock_inputs [all_inputs -no_clocks]
set_input_delay [expr $clk_period * $clk_io_pct] -clock clk0 $non_clock_inputs
set_output_delay [expr $clk_period * $clk_io_pct] -clock clk0 [all_outputs]
```

## ./design.v

```verilog
`default_nettype none
module gci_node
	#(
		parameter NODE_ID = 8'h01,
		parameter RESET_CYCLE = 8'h0F
	)(
		input wire iCLOCK,
		input wire inRESET,
		output wire oNODE_VALID,
		output wire oNODEINFO_VALID,
		output wire [7:0] oNODEINFO_PRIORITY,
		output wire [31:0] oNODEINFO_MEMSIZE,
		input wire iMASTER_REQ,	 
		output wire oMASTER_BUSY,
		input wire iMASTER_RW,
		input wire [31:0] iMASTER_ADDR,
		input wire [31:0] iMASTER_DATA,
		output wire oMASTER_REQ,	 
		input wire iMASTER_BUSY,
		output wire [31:0] oMASTER_DATA,
		output wire oMASTER_IRQ_REQ,
		input wire iMASTER_IRQ_ACK,
		input wire iMASTER_IRQ_BUSY,
		input wire iDEV_VALID,
		input wire iDEV_REQ,		 
		output wire oDEV_BUSY,	
		input wire [31:0] iDEV_DATA,
		output wire oDEV_REQ,		 
		input wire iDEV_BUSY,
		output wire oDEV_RW,
		output wire [31:0] oDEV_ADDR,
		output wire [31:0] oDEV_DATA,
		input wire iDEV_IRQ_REQ,
		output wire oDEV_IRQ_BUSY,
		input wire [23:0] iDEV_IRQ_DATA,
		output wire oDEV_IRQ_ACK
	);
	localparam L_PARAM_INI0_WAIRT = 3'h0;
	localparam L_PARAM_INI1_GET_MEMSIZE = 3'h1;	
	localparam L_PARAM_INI2_GET_PRIORITY = 3'h2;
	localparam L_PARAM_IDLE = 3'h3;
	localparam L_PARAM_WRITE = 3'h4;
	localparam L_PARAM_READ = 3'h5;
	localparam L_PARAM_DATAOUT = 3'h6;
	localparam L_PARAM_MEMSIZE_ADDR = 32'h00000000;
	localparam L_PARAM_PRIORITY_ADDR = 32'h00000004;
	localparam L_PARAM_INTFLAG_ADDR = 32'h00000008;
	localparam L_PARAM_IRQ_STT_IDLE = 2'h0;
	localparam L_PARAM_IRQ_STT_ACK_WAIT = 2'h1;
	localparam L_PARAM_IRQ_STT_FLAGGET_WAIT = 2'h2;
	reg b_irq_valid;
	reg [1:0] b_irq_state;
	always@(posedge iCLOCK or negedge inRESET)begin
		if(!inRESET)begin
			b_irq_valid <= 1'b0;
			b_irq_state <= L_PARAM_IRQ_STT_IDLE;
		end
		else begin	
			if(iDEV_VALID && !iMASTER_IRQ_BUSY)begin		
				case(b_irq_state)
					L_PARAM_IRQ_STT_IDLE:
						begin
							if(iDEV_IRQ_REQ)begin
								b_irq_valid <= 1'b1;	
								b_irq_state <= L_PARAM_IRQ_STT_ACK_WAIT;
							end
						end
					L_PARAM_IRQ_STT_ACK_WAIT:
						begin
							if(iMASTER_IRQ_ACK)begin
								b_irq_valid <= 1'b0;	
								b_irq_state <= L_PARAM_IRQ_STT_FLAGGET_WAIT;
							end
						end
					L_PARAM_IRQ_STT_FLAGGET_WAIT:
						begin
							if(iMASTER_ADDR == L_PARAM_INTFLAG_ADDR && iMASTER_REQ && !iMASTER_RW)begin
								b_irq_state <= L_PARAM_IRQ_STT_IDLE;
							end
						end
				endcase
			end
		end
	end  
	reg [2:0] b_state;
	reg b_rw;			 
	reg [31:0] b_waddr;
	reg [31:0] b_wdata;
	reg b_rwait;
	reg [31:0] b_rdata;
	reg bn_initialmode;
	reg [7:0] b_resetcounter;
	reg [7:0] b_priority;
	reg [31:0] b_memsize;
	always@(posedge iCLOCK or negedge inRESET)begin
		if(!inRESET)begin
			b_state <= 3'h0;
			b_rw <= 1'b0;
			b_waddr <= {32{1'b0}};
			b_wdata <= {32{1'b0}};
			b_rwait <= 1'b0;
			b_rdata <= {32{1'b0}};
			bn_initialmode <= 1'b0;
			b_resetcounter <= 8'h00;
			b_priority <= 8'h00;
			b_memsize <= {32{1'b0}};
		end
		else begin
			if(iDEV_VALID)begin		
				if(b_rwait)begin
					if(iDEV_REQ)begin
						if(bn_initialmode)begin
							if(b_state == L_PARAM_WRITE)begin
								b_state <= L_PARAM_DATAOUT;
								b_rwait <= 1'b0;
								b_rdata <= 32'h00000000;
							end
							else begin
								b_state <= L_PARAM_DATAOUT;
								b_rwait <= 1'b0;
								b_rdata <= iDEV_DATA;
							end
						end
						else begin
							if(b_state == L_PARAM_INI1_GET_MEMSIZE)begin
								b_state <= L_PARAM_INI2_GET_PRIORITY;
								b_rwait <= 1'b0;
								b_memsize <= iDEV_DATA; 
							end
							else begin
								b_state <= L_PARAM_IDLE;
								bn_initialmode <= 1'b1;
								b_rwait <= 1'b0;
								b_priority <= iDEV_DATA[7:0];
							end
						end
					end
				end
				else begin 
					case(b_state)
						L_PARAM_INI0_WAIRT:
							begin
								if(b_resetcounter > RESET_CYCLE)begin
									b_state <= L_PARAM_INI1_GET_MEMSIZE;	
									b_waddr <= L_PARAM_MEMSIZE_ADDR;
									b_resetcounter <= 8'h00;
								end
								else begin
									b_resetcounter <= b_resetcounter + 8'h01;
								end
							end
						L_PARAM_INI1_GET_MEMSIZE:
							begin
								if(!iDEV_BUSY)begin
									b_waddr <= L_PARAM_PRIORITY_ADDR;
									b_rwait <= 1'b1;
								end
							end
						L_PARAM_INI2_GET_PRIORITY:
							begin
								if(!iDEV_BUSY)begin
									b_rwait <= 1'b1;
								end
							end
						L_PARAM_IDLE:
							begin
								if(!iDEV_BUSY)begin
									if(iMASTER_REQ)begin
										if(iMASTER_RW)begin
											b_state <= L_PARAM_WRITE;		
											b_rw <= 1'b1;
											b_waddr <= iMASTER_ADDR;
											b_wdata <= iMASTER_DATA;
										end
										else begin
											b_state <= L_PARAM_READ;
											b_rw <= 1'b0;
											b_waddr <= iMASTER_ADDR;
										end
									end
								end
							end
						L_PARAM_WRITE:
							begin
								b_rwait <= 1'b1;
							end
						L_PARAM_READ:	
							begin
								b_rwait <= 1'b1;
							end
						L_PARAM_DATAOUT:
							begin
								if(iMASTER_REQ && !iDEV_BUSY)begin
									if(iMASTER_RW)begin
										b_state <= L_PARAM_WRITE;
										b_rw <= 1'b1;
										b_waddr <= iMASTER_ADDR;
										b_wdata <= iMASTER_DATA;
									end
									else begin
										b_state <= L_PARAM_READ;
										b_rw <= 1'b0;
										b_waddr <= iMASTER_ADDR;
									end
								end
								else begin
									b_state <= L_PARAM_IDLE;
								end
							end
					endcase
				end
			end
		end 
	end  
	assign oNODE_VALID = iDEV_VALID;
	assign oNODEINFO_VALID = bn_initialmode;
	assign oNODEINFO_PRIORITY = b_priority;
	assign oNODEINFO_MEMSIZE = b_memsize;
	assign oMASTER_BUSY = !(b_state == L_PARAM_IDLE || b_state == L_PARAM_DATAOUT) || iDEV_BUSY;
	assign oMASTER_REQ = b_state == L_PARAM_DATAOUT;
	assign oMASTER_DATA = b_rdata;
	assign oMASTER_IRQ_REQ = b_irq_valid;
	assign oDEV_BUSY = 1'b0;
	assign oDEV_REQ = (b_state == L_PARAM_WRITE || b_state == L_PARAM_READ || b_state == L_PARAM_INI1_GET_MEMSIZE || b_state == L_PARAM_INI2_GET_PRIORITY) && !b_rwait;
	assign oDEV_RW = b_rw;
	assign oDEV_ADDR = b_waddr;
	assign oDEV_DATA = (b_state == L_PARAM_READ)? {32{1'b0}} : b_wdata;
	assign oDEV_IRQ_BUSY = iMASTER_IRQ_BUSY;
	assign oDEV_IRQ_ACK = (iMASTER_ADDR == L_PARAM_INTFLAG_ADDR && iMASTER_REQ && !iMASTER_RW)? 1'b1 : 1'b0;
endmodule
`default_nettype wire
```

==> results_dict.tcl <==
# collected from the flow reports
set metrics [dict create \
    clk_pin_slew_ns 0.06 \
    hpwlAfterDp_microns 11010 \
    p_switching_w 0.001290 \
    clockPowerShare 0.277 \
    edf_count 0 \
    rrSetupSlack_ns 2.82 \
    relSlewSlack 0.5049 \
    grt.total_usage 0.2462 \
    max_freq_ghz 0.2479 \
    cp.arrival_ns 3.07 \
    reg2reg_depth 3 \
    die_w_microns 118.1 \
    finalSetupViolations 0 \
    path_buffers 2 \
    slew_viol_final 0 \
    timing.rr.end "b_priority[5]$_DFFE_PN0P_" \
    place_congestion 0.8425 \
    fin_crit_sh 0.8403 \
    rsz0062_at_grt "no" \
    postSynthSeqShare 0.5871 \
    die_area_sq_mm 0.01395 \
    cts_tree "done" \
    fin_skew_ns 0.006290 \
    drtAntennaViolNets 0 \
    boundaryPins 277 \
    cts_setup_buffers 0 \
    start_kind "primary input" \
    lay_top_count "clkdlybuf4s50_1" \
    critPathMaxStageDelay_ns 0.56 \
    syn-cell-area_sq_mm 0.006739 \
    path_max_fanout 3 \
    clkLatencyLatePin_ns 0.42 \
    gr-total-overflow 0 \
    async_reset_ff_frac 1.000 \
    post-route-min-period_ns 4.034 \
    port_buffers 250 \
    core_sq_mm 0.01319 \
    synthCells 579 \
    fin_ws_ns 0.7665 \
    postCtsHoldBufs 0 \
    grt_pass1_wl_microns 25850 \
    drtPass1Iterations 6 \
    comb_power_share 0.340 \
    num-fill-cells 839 \
    power_w 0.005100 \
    drc 0 \
    syn_area_per_cell_sq_um 11.64 \
    ys_ff 158 \
    drt_iter0_markers 246 \
    crit_path_end_kind "primary output" \
    required_ns 3.84 \
    hold_class "in2async" \
    h-tree-depth 4 \
    yosysUniqueCellTypes 40 \
    outcome "finished, final reports clean" \
    die_h_microns 118.1 \
    crit_slowest_cell "or4_1" \
    stdcell_area_sq_mm 0.01000 \
    most-common-layout-cells "clkdlybuf4s50_1 (249), dfrtp_1 (156), nand2_1 (84)" \
    yosysChipArea_sq_mm 0.006739 \
    synth-main-ff-cell "dfrtp_1" \
    ys_cells 579 \
    crit_family "simple AND/OR/NAND/NOR gates" \
    timing.hold.ws_ns 0.4790 \
    dp_slack_ns 0.7910 \
    cp_common_cell "clkdlybuf4s50_1" \
    num_vias 5123 \
    fp_util 0.5109 \
    finalWirelength_microns 15800 \
    grt_pass1_vias 5089 \
    powerDensity_mw_per_mm2 509.9 \
    pwr-share-seq 0.382 \
    tns_ns 0 \
    post_dp_cell_area_sq_mm 0.009368 \
    drive_gt1_frac 0.1480 \
    warnings 51 \
    num_antenna_cells 0 \
    cts.sinks 158 \
    cts_root_buf "clkbuf_16" \
    p_leak_nw 4.710 \
    netSwitchingFraction 0.2530 \
    yosys_warnings 1 \
    wl_per_cell_microns 15.58 \
    cts-buffers-inserted 17 \
    antenna_found_initial 0 \
    area.growth.synth_to_final_pct 48.40 \
    worst_pin_slew_ns 0.7427 \
    cts-resized-gates 0 \
    criticalPathCategory "in2out" \
    fp-row-count 42 \
    worstPathCellList "clkdlybuf4s50_1, or4_1, or4_4, nor2_1, clkdlybuf4s50_1" \
    hold_viol_final 0 \
    max_cap_viol_count 0 \
    vias_per_cell 5.052 \
    rr_startpoint "b_rwait$_DFFE_PN0P_" \
    p_int_w 0.003809 \
    grt_max_degree 66 \
    clock_path_buffers 2 \
    peakVddDrop_mv 0.3660 \
]
[worst max path at each step]
stage / from / end / slack, ns / depth (start not counted)
4_1_cts: iMASTER_ADDR[10] / oDEV_IRQ_ACK / 0.77 / 5
5_1_grt: iMASTER_ADDR[27] / oDEV_IRQ_ACK / 0.69 / 6
6_report: iMASTER_ADDR[10] / oDEV_IRQ_ACK / 0.77 / 5
[power by group through the flow]
stage / registers [W] / logic [W] / clock network, W
CTS: 0.00195 / 0.00176 / 0.00144
finish: 0.00195 / 0.00174 / 0.00141
global route: 0.00201 / 0.00192 / 0.00151
[cells by family after synthesis]
family                     synth area share
other                             0.0005565
DFF                                  0.5871
adders and majority gates          0.001856
and+or+nand+nor                      0.1489
AOI/OAI and AO/OA                   0.04753
buffers and inverters               0.04456
muxes                                0.1695
[synthesized netlist by cell type (2+ instances only)]
cell type | number | area [sq um]
buf_2 | 6 | 30.03
nand2_1 | 84 | 315.3
dfrtp_1 | 156 | 3904
mux2i_1 | 32 | 320.3
or4_1 | 3 | 22.52
nand2b_1 | 35 | 219.0
nand4_1 | 4 | 25.02
nor4_1 | 8 | 50.05
buf_6 | 3 | 33.78
mux2_2 | 73 | 822.0
o21ai_0 | 44 | 220.2
nor2_1 | 6 | 22.52
dfstp_2 | 2 | 52.55
clkbuf_1 | 18 | 67.56
nor2b_1 | 34 | 212.7
a31oi_1 | 2 | 12.51
buf_4 | 6 | 45.04
a21oi_1 | 3 | 15.01
and2_1 | 3 | 18.77
nand3_1 | 4 | 20.02
inv_1 | 33 | 123.9
o21bai_1 | 2 | 15.01
[through the flow]
step             util  cells
2_1_floorplan       -    579
3_3_place_gp   0.7102    982
3_5_place_dp   0.7102    982
4_1_cts        0.7582   1014
5_1_grt        0.7582   1014
6_report       0.7582   1014
[flip-flops by register name, summed over array words and instances, names as in the netlist]
register,flops
b_rwait,1
b_irq_state,3
b_memsize,32
b_priority,8
b_rw,1
bn_initialmode,1
b_waddr,32
b_state,7
b_wdata,32
b_rdata,32
b_resetcounter,8
b_irq_valid,1
[layer usage]
metal / vias up / global-route usage / part of all wire
met2: 183 / 0.3570 / 0.45
li1: 2429 / - / -
met4: 0 / 0.03205 / 0.013
met5: - / 0 / 0
met1: 2495 / 0.3956 / 0.45
met3: 16 / 0.08267 / 0.091
[cell type report]
class | instances | area [sq um] | area share
inverters | 33 | 123.9 | 0.01239
flip-flops and latches | 158 | 3956 | 0.3956
multi-input cells | 355 | 2489 | 0.2488
clock buffers | 21 | 470.5 | 0.04704
well taps | 176 | 220.2 | 0.02202
repair buffers | 260 | 2579 | 0.2579
clock inverters | 11 | 162.7 | 0.01626
[worst reg2reg max path: stages (launching register included)]
cell	delay [ns]
dfrtp_1	0.49
nand3_1	0.34
nor3_2	0.63
mux2_2	0.41
Power figures rest on the tool's default switching activity, not on a simulated workload.
