[design/flow/run.sh]
#!/bin/bash
# OpenROAD 26Q1-2900-gdf79404cd8, Yosys 0.63+post, stock flow scripts
make -C /OpenROAD-flow-scripts/flow DESIGN_CONFIG=/design/flow/config.mk WORK_HOME=/design/flow/orfs finish
[design/flow/config.mk]
export PLATFORM = sky130hd
export DESIGN_NAME = gci_device_special_memory
export DESIGN_NICKNAME = gci_device_special_memory
export VERILOG_FILES = /design/flow/design.v
export SDC_FILE = /design/flow/constraint.sdc
export NUM_CORES = 4
export LEC_CHECK = 1
export CORE_UTILIZATION = 50
[design/flow/constraint.sdc]
current_design gci_device_special_memory

set clk_period 24.9
set clk_io_pct 0.2

create_clock -name clk0 -period $clk_period [get_ports {iCLOCK}]

set non_clock_inputs [all_inputs -no_clocks]
set_input_delay [expr $clk_period * $clk_io_pct] -clock clk0 $non_clock_inputs
set_output_delay [expr $clk_period * $clk_io_pct] -clock clk0 [all_outputs]
[design/flow/design.v]
`default_nettype none
module gci_device_special_memory
	#(
		parameter USEMEMSIZE = 32'h00000000,	 
		parameter PRIORITY = 32'h00000000,
		parameter DEVICECAT = 32'h00000000
	)(
		input wire iCLOCK,
		input wire inRESET,
		input wire iSPECIAL_REQ,
		input wire iSPECIAL_RW,
		input wire [7:0] iSPECIAL_ADDR,
		input wire [31:0] iSPECIAL_DATA,
		output wire [31:0] oSPECIAL_DATA
	);
	integer	i;
	reg [31:0] b_mem[0:255];
	always@(posedge iCLOCK or negedge inRESET)begin
		if(!inRESET)begin
			for(i = 0; i < 256; i = i + 1)begin
				if(i == 0)begin
					b_mem [i] <= USEMEMSIZE;
				end
				else if(i == 1)begin
					b_mem [i] <= PRIORITY;
				end
				else begin
					b_mem [i] <= 32'h00000000;
				end
			end
		end
		else begin
			if(iSPECIAL_REQ && iSPECIAL_RW)begin
				b_mem [iSPECIAL_ADDR ] <= iSPECIAL_ADDR;
			end
		end
	end  
	assign oSPECIAL_DATA = b_mem[iSPECIAL_ADDR ];
endmodule
`default_nettype wire
==> results.yml <==
# generated from flow reports
run:
  warning_count: 78
  maxCapViolCount: 0
floorplan:
  coreArea_um2: 158000
  io_pins: 76
  rows: 146
  die_w_um: 401
  fp-utilization: 0.503
  die_y_um: 401
  die_area_um2: 161000
finish:
  regMostFlops: "b_mem"
  syn_to_final_growth_pct: 16.1
  largestRegisters: "b_mem: 2048 flops"
  nFillCells: 12600
  largest_register_ffs: 2048
  drive_gt1_frac: 0.227
  stdcell_area_um2: 92600
yosys:
  ys_top_cells_by_area: "dfrtp_1, or2_2, and2_1"
  syn_inst: 6567
  yosysUniqueCellTypes: 63
  yosys_area_um2: 79700
  async_reset_ff_frac: 1.00
  synth-edff-count: 0
  ys_seq_frac: 0.643
  syn_area_um2: 79700
  yosysTopAreaCell: "dfrtp_1"
  syn_avg_cell_area_um2: 12.1
  top_area_frac: 0.643
  flop_cell: "dfrtp_1"
  ys.flops: 2048
  ys_cells: 6567
  yosys_warnings: 2
route:
  routed_via_density: 6.75
  dr.pass1.iters: 9
  routed-via-count: 62800
  routed_wl_um: 425000
  drc: 0
  wl_per_cell_um: 45.7
  drt-initial-drc-count: 6945
  antenna_left: 0
power:
  power_density_nw_per_um2: 75.7
  swShare: 0.234
  leakage_nw: 47.1
  peakVddDrop_uv: 81.0
  p_clk_frac: 0.466
  p_int_mw: 5.37
  p_switching_mw: 1.64
  combPwrFrac: 0.042
  seq_power_share: 0.492
  finalPower_mw: 7.00
global_routing:
  grt_pass1_wl_um: 564000
  track_usage: 0.568
  antenna_found_initial: 88
  grt_pass1_vias: 61400
  overflow: 0
  grt_max_degree: 126
clock_tree:
  htree_levels: 4
  hold_buffers: 0
  clk_latency_ns: 0.87
  clock_sinks: 2048
  cts_buffers: 209
  clockBufferDepth: 3
  cts-resized-gates: 0
  root_buffer: "clkbuf_16"
  clk_pin_slew_ns: 0.06
  post-cts-setup-buffer-count: 0
  cts_tree: "built"
place:
  dp_hpwl_um: 288000
  place_congestion: 1.12
  io_buffers: 19
  preCtsSetupSlack_ns: 9.52
  dpl-instance-area_um2: 85300
worst_hold_path:
  min_path_type: "reg2reg"
worst_setup_path:
  crit_required_ns: 19.92
  critical_path.max_fanout: 32
  path_class: "in2out"
  cpPeakStageDelay_ns: 1.04
  crit_top_cell: "buf_4"
  crit_arrival_ns: 11.13
  crit_path_end_kind: "primary output"
  slowest_stage: "nand4_1"
  path_cells: "clkdlybuf4s50_1 -> buf_4 -> and4b_4 -> buf_4 -> buf_4 -> nand3_1 -> nand4_1 -> nor4_2 -> buf_4 -> nand4_1 -> nor4_1 -> a31oi_1 -> clkdlybuf4s50_1"
  cp-start-kind: "primary input"
sta:
  tightestPinTransition_ns: 1.42
  fin_hold_ws_ns: 0.461
  period_needed_ns: 16.11
  finalHoldViolations: 0
  setup_violations: 0
  slew_headroom: 0.0463
  setup_ws_ns: 8.79
  period_used_share: 0.647
  fmax_ghz: 0.0621
  tns_ns: 0
  slew_viol_final: 0
  skew_ns: 0
  rsz0062_at_grt: "no"
status:
  status: "completed"
power groups by stage:
stage	clock network [mW]	logic, mW	registers, mW
final	3.26	0.296	3.45
after global routing	3.40	0.306	3.45
after CTS	3.27	0.287	3.44
through the flow:
step            util  instances
6_report       0.585       9308
5_1_grt        0.583       9238
4_1_cts        0.583       9207
3_5_place_dp   0.538       8821
3_3_place_gp   0.538       8821
2_1_floorplan      -       6590
metal layers:
layer / vias to the layer above / global-route usage / part of all wire
li1: 24300 / - / -
met1: 31600 / 0.676 / 0.32
met2: 5343 / 0.674 / 0.38
met3: 1541 / 0.456 / 0.19
met4: 88 / 0.413 / 0.095
met5: - / 0.108 / 0.0054
cells in the final DEF, fill, tap and decap left out, types with 55 or more instances in the layout:
cell and count:
dfrtp_1 2048, nand3_1 192, nand4_1 81, or2_2 672, a22o_1 71, clkbuf_16 213, and2_1 616, clkbuf_1 63
a222oi_1 69, nand2b_1 352, nor2b_1 409, a32oi_1 171, nand2_1 166, buf_4 500, o22ai_1 172, nor2_1 179
a22oi_1 490, nor4_1 55, diode_2 101
critical path, delay by kind of cell:
| family | cells | cell delay [ns] |
|---|---|---|
| AOI/OAI and AO/OA | 1 | 0.41 |
| buffers and inverters | 6 | 2.62 |
| and+or+nand+nor | 6 | 3.03 |
cells by family after synthesis:
family | count (synthesis) | share of synthesized area
other cells | 1 | 0.0000470
compound gates | 1167 | 0.113
simple gates | 2978 | 0.222
flops | 2048 | 0.643
buf+inv | 372 | 0.0226
mux | 1 | 0.000141
layout make-up:
| type | count | area (µm²) | area share |
|---|---|---|---|
| Multi-Input combinational cell | 4170 | 27300 | 0.294 |
| Antenna cell | 101 | 253 | 0.00273 |
| Clock inverter | 64 | 842 | 0.00910 |
| Clock buffer | 322 | 6200 | 0.0670 |
| Tap cell | 2072 | 2590 | 0.0280 |
| Timing Repair Buffer | 531 | 4180 | 0.0452 |
| Sequential cell | 2048 | 51200 | 0.554 |
cells in the mapped netlist (all sizes together) (7+ instances only):
master	n
a32o	7
and2	617
clkbuf	114
o22a	7
nor2b	409
nand4bb	10
or2	673
o22ai	172
buf	258
a22oi	491
o211ai	12
or4b	8
nor3	58
nand2	167
a2111oi	18
a31oi	17
and3	52
nand4	81
dfrtp	2048
nor4	62
and4b	8
and4	13
a221oi	53
a21oi	49
nand3	192
a222oi	69
nand4b	8
nand2b	352
a32oi	171
nor4b	9
a22o	71
nor2	219
or4	19
o21ai	10
nor4bb	11
worst paths after layout:
path	start	end	slack (ns)	depth (start not counted)
setup / recovery	iSPECIAL_ADDR[1]	oSPECIAL_DATA[3]	8.79	13
hold / removal	b_mem[240][7]	b_mem[240][7]	0.46	1
setup reg to reg	b_mem[253][6]	b_mem[253][6]	23.90	1
hold reg to reg	b_mem[240][7]	b_mem[240][7]	0.46	1
max in group asynchronous	inRESET	b_mem[84][2]	16.72	6
min in group asynchronous	inRESET	b_mem[199][3]	4.01	1
No activity file was given, so power comes from the tool's default toggle rates.
