$ cat flow/design.v
`default_nettype none
module gci_hub_specialmem(
		input wire iREAD_REQ,
		input wire [9:0] iREAD_ADDR,
		input wire [31:0] iNODE1_USEMEMSIZE,
		input wire [7:0] iNODE1_PRIORITY,
		input wire [31:0] iNODE2_USEMEMSIZE,
		input wire [7:0] iNODE2_PRIORITY,
		input wire [31:0] iNODE3_USEMEMSIZE,
		input wire [7:0] iNODE3_PRIORITY,
		input wire [31:0] iNODE4_USEMEMSIZE,
		input wire [7:0] iNODE4_PRIORITY,
		output wire oDATA_VALID,
		output wire [31:0] oDATA
	);
	function [31:0] func_master_specialmem;
		input [9:0] func_addr;
		input [31:0] func_node1_usemem;
		input [7:0] func_node1_priority;
		input [31:0] func_node2_usemem;
		input [7:0] func_node2_priority;
		input [31:0] func_node3_usemem;
		input [7:0] func_node3_priority;
		input [31:0] func_node4_usemem;
		input [7:0] func_node4_priority;
		begin
			case(func_addr)
				10'h0:
					func_master_specialmem = 32'h3;
				10'h4:
					func_master_specialmem = func_node1_usemem + func_node2_usemem + func_node3_usemem + func_node4_usemem + 32'h400;
				10'h100:
					func_master_specialmem = func_node1_usemem;
				10'h104:
					func_master_specialmem = {24'h0, func_node1_priority};
				10'h120:
					func_master_specialmem = func_node2_usemem;
				10'h124:
					func_master_specialmem = {24'h0, func_node2_priority};
				10'h140:
					func_master_specialmem = func_node3_usemem;
				10'h144:
					func_master_specialmem = {24'h0, func_node3_priority};
				10'h160:
					func_master_specialmem = func_node4_usemem;
				10'h164:
					func_master_specialmem = {24'h0, func_node4_priority};
				default:
					begin	
						func_master_specialmem = {32{1'b0}};
					end
			endcase
		end
	endfunction
	assign oDATA_VALID = iREAD_REQ;
	assign oDATA = func_master_specialmem(iREAD_ADDR, iNODE1_USEMEMSIZE, iNODE1_USEMEMSIZE, iNODE2_USEMEMSIZE, iNODE2_USEMEMSIZE, iNODE3_USEMEMSIZE, iNODE3_USEMEMSIZE, iNODE4_USEMEMSIZE, iNODE4_USEMEMSIZE);	
endmodule
`default_nettype wire
$ cat flow/run.sh
#!/bin/bash
# OpenROAD 26Q1-2900-gdf79404cd8, Yosys 0.63+post, stock flow scripts
make -C /OpenROAD-flow-scripts/flow DESIGN_CONFIG=/design/flow/config.mk WORK_HOME=/design/flow/orfs finish
$ cat flow/config.mk
export PLATFORM = sky130hd
export DESIGN_NAME = gci_hub_specialmem
export DESIGN_NICKNAME = gci_hub_specialmem
export VERILOG_FILES = /design/flow/design.v
export SDC_FILE = /design/flow/constraint.sdc
export NUM_CORES = 4
export LEC_CHECK = 1
export CORE_UTILIZATION = 40
$ cat flow/constraint.sdc
current_design gci_hub_specialmem

set clk_period 12.3
set clk_io_pct 0.2

create_clock -name clk0 -period $clk_period

set non_clock_inputs [all_inputs -no_clocks]
set_input_delay [expr $clk_period * $clk_io_pct] -clock clk0 $non_clock_inputs
set_output_delay [expr $clk_period * $clk_io_pct] -clock clk0 [all_outputs]
==> run notes <==
impl run done, here's what came out: run status completed, leakage power 3.06 nW, worst relative slew slack between 40% and 50%, DPL Wire Length 10,800 microns, clock buf count 0, post_cts resized 0, vias in the first global route between 4,000 and 5,000, Hold Path Depth 0, final core occ 56.3%, Total Power between 0.6 and 0.7 mW, Wirelength per Cell 14.2 microns, area of the core 12,100 sq um, fin crit share between 70% and 80%, yosys stat chip area 4980 sq um, pre-CTS setup slack 2.95 ns, first-pass GRT wire length around 22,000 microns, Ys Warns 1, Hold Buf Count CTS 0, synthesis-to-layout area growth 36.3%, Worst VDD drop slightly below 0.05 mV, I/O Buffers 170, crit path launch type input port, biggest area cells fa_1 25%, ha_1 15%, mux4_2 14%, inv_1 9.9%, nand2_1 3.3%, syn_area_per_cell 8.54 sq um, registers 0, count of buffer and inverter cells on the critical path 5, WP data required 9.84 ns, OpenROAD warnings 64, maxcap violations 0, post-synthesis cell type count ~55, initial antenna violation count 0, Comb pwr share about 100%, crit-path cells clkdlybuf4s50_1 > inv_1 > fa_1 > inv_1 > fa_1 > ha_1 > ha_1 > inv_1 > fa_1 > nor2b_1 > o2111ai_1 > nand2_1 > a311oi_4 > o31ai_1 > mux2i_1 > nand3_1 > clkdlybuf4s50_1, Inst Count DP 898, fmax 106 MHz, Seq pwr share 0%, HP Class in2out, Slowest-stage cell, CP fa_1, Int Power 0.282 mW, hold_sp iREAD_REQ, setup TNS 0 ns, pin count of the biggest net entering global routing 36, WS Path Type in2out, Non-Filler Instances 898, RSZ-0062 raised after global routing no, via count 4,588, endpoints failing hold 0, die area between 10,000 and 15,000 sq um, Post-Syn Instances 583, Dominant cell area share 24.9%, mapped cell area between 4000 and 5000 sq um, share of cells above drive strength 1 6.71%, switching pwr 0.352 mW, antenna-violating nets left 0, Largest delay share family, worst path adder cells, Congestion Overflow GR 0, switching share of power 55.5%, Die H 114 microns, Crit path largest cell delay 0.54 ns, Commonest cells post-synth 131 x inv_1, 62 x fa_1, 60 x ha_1, Starting DRT DRC Count 181, # rows roughly 40, TritonRoute pass-1 iters 5, Min Clock Period, post-route 9.40 ns, via/cell ratio 5.11, routed wire length 12,700 microns, most instantiated library cell after synthesis inv_1, combined flip-flop and latch cell area 0 sq um, cell type with the largest total area fa_1, largest fanout on the critical path 6, drt drc 0, # IOs 204, Worst EP arrival 6.94 ns, Clock Power Share 0%, n_diodes 0, chip width 114 microns, CP endpoint kind output pin, Final setup viols 0, GRT Resource Usage Total between 20% and 30%, Seq/Total Area, Yosys 0%, Hold Path Sink oDATA_VALID, power density cells around 94 nW/um^2, Init Core Util 41.3%, Slew @ Worst Pin approximately 0.80 ns, cell count in the Yosys report 583, Pins Over Slew Limit 0, Final WS setup between 2 and 3 ns, Placer Congestion 0.867, post-CTS setup buffers 0
## metal layers
layer / global-route usage (%) / routed length, microns / vias to the layer above
met1: 34.5 / 6110 / 2141
li1: - / - / 2289
met3: 4.17 / 911 / 2
met5: 0 / 0 / -
met2: 34.2 / 5680 / 156
met4: 0.439 / 30 / 0
## through the flow
stage	instance area [sq um]	hold WS, ns
6_report	6790	4.92
4_1_cts	6790	4.92
2_1_floorplan	4980	4.99
3_5_place_dp	6790	4.92
3_3_place_gp	6790	4.92
5_1_grt	6790	4.92
## worst max-delay path by stage
| stage | endpoint | from | cells after the start |
|---|---|---|---|
| CTS | oDATA[30] | iNODE1_USEMEMSIZE[2] | 17 |
| global route | oDATA[30] | iNODE1_USEMEMSIZE[2] | 17 |
| finish | oDATA[30] | iNODE1_USEMEMSIZE[2] | 17 |
## cell families (layout without fill, tap and decap cells)
family                   after synthesis  after routing  synth area share [%]
multiplexers                          36             36                  14.8
XOR/XNOR                              24             24                  4.22
AND-OR/OR-AND                        127            127                  17.0
AND/OR/NAND/NOR                      116            116                  11.5
adder cells (fa/ha/maj)              122            122                  40.0
buffers and inverters                158            305                  12.5
## area by class of cell
type / instances / area, sq um
fillers: 1097 / 5280
inverters: 131 / 492
repair buffers: 174 / 1720
well taps: 168 / 210
multi-input cells: 425 / 4360
## power groups by stage
stage	combinational (mW)	sequential [mW]	clock (mW)
4_1_cts	0.637	0	0
5_1_grt	0.721	0	0
6_report	0.634	0	0
## cells in the final DEF, fill, tap and decap left out, drive strengths merged, types with 4 or more instances in the layout
| master | count |
|---|---|
| mux2i | 5 |
| xnor2 | 16 |
| o21bai | 5 |
| a21o | 12 |
| o31ai | 5 |
| nand4 | 8 |
| nor3 | 7 |
| mux4 | 30 |
| xor2 | 8 |
| and3 | 7 |
| clkdlybuf4s50 | 168 |
| o22ai | 6 |
| nand3 | 13 |
| fa | 62 |
| a31oi | 5 |
| o21ai | 35 |
| buf | 6 |
| a21oi | 32 |
| ha | 60 |
| inv | 131 |
| nand2b | 4 |
| nand2 | 44 |
| nor2 | 22 |
Power is estimated from default activity; no workload was simulated.
